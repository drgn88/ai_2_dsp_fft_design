File: design/flow/config.mk
export PLATFORM = sky130hd
export DESIGN_NAME = cu_mod0_2
export DESIGN_NICKNAME = cu_mod0_2
export VERILOG_FILES = /design/flow/design.v
export SDC_FILE = /design/flow/constraint.sdc
export NUM_CORES = 4
export LEC_CHECK = 1
export CORE_AREA = 10 10 101 101
export DIE_AREA = 0 0 111 111
File: design/flow/run.sh
#!/bin/bash
# OpenROAD 26Q1-2900-gdf79404cd8, Yosys 0.63+post, stock flow scripts
make -C /OpenROAD-flow-scripts/flow DESIGN_CONFIG=/design/flow/config.mk WORK_HOME=/design/flow/orfs finish
File: design/flow/constraint.sdc
current_design cu_mod0_2

set clk_period 1.7
set clk_io_pct 0.2

create_clock -name clk0 -period $clk_period [get_ports {clk}]

set non_clock_inputs [all_inputs -no_clocks]
set_input_delay [expr $clk_period * $clk_io_pct] -clock clk0 $non_clock_inputs
set_output_delay [expr $clk_period * $clk_io_pct] -clock clk0 [all_outputs]
File: design/flow/design.v
`timescale 1ns/1ps
module cnt_3b_fsm (
	input clk,
	input rstn,
	input alert_mod02,
	output logic cnt_ctrl
);
	localparam IDLE = 0;
	localparam CNT_1CYCLE = 1;
	localparam CNT_2CYCLE = 2;
	logic [1:0] state, next_state;
	logic [2:0] cnt_reg, cnt_reg_next;
	assign cnt_ctrl = cnt_reg[2];
	always_ff @( posedge clk or negedge rstn ) begin : state_register
		if(!rstn) begin
			state <= IDLE;
			cnt_reg <= 0;
		end
		else begin
			state <= next_state;
			cnt_reg <= cnt_reg_next;
		end
	end
	always_comb begin : next_state_logic
	next_state = state;
	cnt_reg_next = cnt_reg;
		case (state)
			IDLE : begin
				cnt_reg_next = 0;	
				if(alert_mod02) begin
					next_state = CNT_1CYCLE;
				end
			end 
			CNT_1CYCLE : begin
				cnt_reg_next = cnt_reg + 1;
				if(cnt_reg_next == 7) begin
					next_state = CNT_2CYCLE;
				end
			end
			CNT_2CYCLE : begin
				cnt_reg_next = cnt_reg + 1;
				if(cnt_reg_next == 7) begin
					next_state = IDLE;
				end
			end
		endcase
	end
endmodule
`timescale 1ns/1ps
module cu_mod0_2 (
	input clk,
	input rstn,
	input alert_mod02,
	output logic bf_en02,
	output logic mux_sel02,
	output logic [8:0] addr,
	output logic mul_en,
	output logic alert_CBFP
);
	cnt_3b_fsm U_CNT_3B_FSM(
	.clk(clk),
	.rstn(rstn),
	.alert_mod02(alert_mod02),
	.cnt_ctrl(bf_en02)
	);
	mux_sel_ctrl_02 U_MUX_SEL02_CTRL(
	.clk(clk),
	.rstn(rstn),
	.alert_mod02(alert_mod02),
	.mux_sel(mux_sel02)
	);
	mul_twf_ctrl #(
	.OFFSET(128),
	.GROUP_SIZE(4),
	.ADDRESS_WIDTH(9),
	.DATA_NUM(16)
	) MUL_TWF_CTRL_02(
	.clk(clk),
	.rstn(rstn),
	.bf_en(bf_en02),
	.addr(addr),
	.mul_en(mul_en),
	.alert_CBFP(alert_CBFP)
	);
endmodule
`timescale 1ns/1ps
module mul_twf_ctrl #(
	parameter  OFFSET = 128,
	parameter  GROUP_SIZE = 4,
	parameter ADDRESS_WIDTH = 9,
	parameter DATA_NUM = 16
)(
	input clk,
	input rstn,
	input bf_en,
	output logic [ADDRESS_WIDTH-1:0] addr,
	output logic mul_en,
	output logic alert_CBFP
);
	localparam IDLE = 0;
	localparam OUT_CTRL_SIGNAL = 1;
	logic state, next_state;
	logic [$clog2(GROUP_SIZE) - 1:0] cnt_reg, cnt_next;
	logic [ADDRESS_WIDTH-1:0] addr_reg, addr_next;
	logic mul_en_reg, mul_en_next;
	logic alert_reg, alert_next;
	logic [8:0] n_step_reg, n_step_next;
	assign addr = addr_reg;
	assign mul_en = mul_en_reg;
	assign alert_CBFP = alert_reg;
	always_ff @( posedge clk or negedge rstn ) begin : state_register
		if(!rstn) begin
			state <= IDLE;
			cnt_reg <= 0;
			addr_reg <= 0;
			mul_en_reg <= 0;
			alert_reg <= 0;
			n_step_reg <= 0;
		end		
		else begin
			state <= next_state;
			cnt_reg <= cnt_next;
			addr_reg <= addr_next;
			mul_en_reg <= mul_en_next;
			alert_reg <= alert_next;
			n_step_reg <= n_step_next;
		end
	end
	always_comb begin : next_state_logic
		next_state = state;
		cnt_next = cnt_reg;
		addr_next = addr_reg;
		mul_en_next = mul_en_reg;
		alert_next = alert_reg;
		n_step_next = n_step_reg;
		case (state)
			IDLE : begin
				if(bf_en) begin
					next_state = OUT_CTRL_SIGNAL;
					alert_next = 1;
					mul_en_next = 1;
				end
			end 
			OUT_CTRL_SIGNAL : begin
				alert_next = 0;
				addr_next = addr_reg + DATA_NUM;
				cnt_next = cnt_reg + 1;
				if(cnt_reg == (GROUP_SIZE - 1)) begin
					next_state = IDLE;
					addr_next = n_step_reg + OFFSET;
					n_step_next = n_step_reg + OFFSET;
					mul_en_next = 0;
				end
			end
		endcase
	end
endmodule
`timescale 1ns/1ps
module mux_sel_ctrl_02 (
	input clk,
	input rstn,
	input alert_mod02,
	output logic mux_sel
);
	localparam IDLE = 0;
	localparam ADD_SEL = 1;
	localparam SUB_SEL = 2;
	logic [1:0] state, next_state;
	logic [3:0] cnt_reg, cnt_next;
	logic mux_sel_reg, mux_sel_next;
	assign mux_sel = mux_sel_reg;
	always_ff @( posedge clk or negedge rstn ) begin : State_Register
		if(!rstn) begin
			state <= IDLE;
			cnt_reg <= 0;
			mux_sel_reg <= 0;
		end
		else begin
			state <= next_state;
			cnt_reg <= cnt_next;
			mux_sel_reg <= mux_sel_next;
		end
	end
	always_comb begin : NEXT_STATE_LOGIC
		next_state = state;
		cnt_next = cnt_reg;
		mux_sel_next = mux_sel_reg;
		case (state)
		IDLE : begin
			if(alert_mod02) begin
				next_state = ADD_SEL;
				mux_sel_next = 0;
			end
		end 
		ADD_SEL : begin
			cnt_next = cnt_reg + 1;
			if(cnt_reg == 7) begin
				next_state = SUB_SEL;
				mux_sel_next = 1;
			end
		end
		SUB_SEL : begin
			cnt_next = cnt_reg + 1;
			if(cnt_reg == 15) begin
				if(alert_mod02) begin	
					next_state = ADD_SEL;
					mux_sel_next = 0;
				end
				else begin
					next_state = IDLE;
					mux_sel_next = 0;
				end
			end
		end
		endcase
	end
endmodule
==> qor.log <==
[final_timing] share of the clock period used by the worst path 0.9105
[routing] total length of routed wires 2022 um
[worst_setup_path] number of stages on the worst setup path 1
[worst_setup_path] nature of the critical path startpoint flop
[routing] total via count in the routed design 799
[yosys] fraction of synthesized cell area taken by the top area cell type 0.4943
[final_timing] minimum period implied by the final worst setup slack 1.548 ns
[grt] pin count of the biggest net entering global routing 27
[final_timing] worst clock skew on the final layout 0.004807 ns
[clock_tree] number of buffers on the longest clock path 2
[power] power share of the clock group 0.178
[final_layout] area growth from synthesis to final layout 25.33%
[floorplan] height of the chip 111 um
[routing] routed wire length on met3 157 um
[placement] buffers added on ports 11
[clock_tree] clock tree root driver cell clkbuf_8
[grt] number of global-route vias before repair 869
[clock_tree] CTS Hold Buffers Added 0
[yosys] cell taking the most area after synthesis dfrtp_1
[yosys] main flop type dfrtp_1
[grt] total global routing overflow 0
[worst_setup_path] ordered cell list for the critical path clkdlybuf4s50_1
[yosys] number of synthesized flops with an enable pin 0
[clock_tree] htree depth 1
[final_layout] utilization after layout 0.1872
[final_timing] unrepaired setup endpoints after global routing no
[hold_path] type of the most critical hold path input port to async pin
[yosys] chip area from the yosys synthesis statistics 0.001215 mm2
[final_layout] fraction of final layout cells sized beyond drive strength 1 0.1496
[grt] initial antenna violation count 0
[yosys] number of cells produced by synthesis 112
[clock_tree] clock tree from TritonCTS yes
[clock_tree] Clk Latency, worst-skew pair 0.27 ns
[routing] met2 routed wirelength 796 um
[power] internal power 1909 uW
[worst_setup_path] Critical Path Source U_CNT_3B_FSM.cnt_reg[2]
[final_timing] Final Worst Setup Slack 0.1522 ns
[final_layout] filler-free cell count of the finished design 232
[routing] DR WL/cell 8.716 um
[floorplan] starting density of the core 0.1494
[placement] minimum setup slack after placement 0.2902 ns
[yosys] cell area after synthesis 0.001215 mm2
[worst_setup_path] Reg2Reg Depth 4
[clock_tree] CTS Buf Count 3
[worst_setup_path] category of cells accounting for the largest share of critical-path delay buffers and inverters
[flow_run] tally of OpenROAD warnings 26
[worst_setup_path] CP peak stage delay 0.50 ns
[final_timing] fmax 0.6461 GHz
[routing] met1 routed wirelength after detailed routing 1046 um
[placement] DP Cell Count 228
[floorplan] Horiz. Die Dim 111 um
[yosys] async set-reset flop share out of synthesis 1.000
[worst_setup_path] total buffers and inverters traversed by the critical path 1
[grt] global-route wire length before repair 3801 um
[placement] half-perimeter wire length after detailed placement 1492 um
[final_timing] Sum Neg Setup Slack 0 ns
[routing] Antenna Violating Nets Remaining 0
[worst_setup_path] highest-delay cell along the critical path clkdlybuf4s50_1
[floorplan] number of rows created at floorplan 33
[yosys] top cells, area dfrtp_1 49%, mux2_2 5.6%, nand3_1 5.4%
[floorplan] I/O pins 16
[outcome] status completed
[routing] uppermost metal layer occupied by signal nets met4
[clock_tree] Setup Buffers After CTS 0
[worst_setup_path] CP Capture Type primary output
[flow_run] max-capacitance violation count 0
[final_timing] Hold Fails Final Rpt 0
[clock_tree] Reg clk slew, reported paths 0.09 ns
[final_timing] number of slew-limit violations in the final report 0
[yosys] Mean Syn Cell Area 10.85 um2
[worst_setup_path] data arrival at the endpoint of the critical path 1.21 ns
[yosys] most instantiated cells after synthesis 24 x dfrtp_1, 13 x nand3_1, 9 x nor2_1, 8 x nand2_1, 7 x inv_1
[yosys] total of warnings raised by yosys 3
[placement] weighted congestion at the end of routability-driven global placement 0.7969
[routing] initial detailed-routing violation count 21
[worst_setup_path] peak fanout along the critical path 6
[power] register share of total power 0.436
[yosys] flops out of synthesis 26
[power] share of power burned in combinational logic 0.386
[worst_setup_path] R2R Setup Slk 0.33 ns
[final_layout] number of filler cells placed in the layout 896
[floorplan] Die Footprint 0.01232 mm2
[floorplan] placeable core area 0.008134 mm2
[yosys] number of unique standard cell types used by synthesis 26
[routing] antenna diode instance count 0
[yosys] Seq/Total Area, Yosys 0.5376
[worst_setup_path] beginning of the worst register-to-register path U_CNT_3B_FSM.cnt_reg[0]
[final_layout] flip-flop count of the largest register after layout 5
[final_layout] Gate Area 506.7 um2
[yosys] yosys cell count 112
[power] Power per Cell Area 1866 mW/mm2
[grt] aggregate global-route resource usage 0.03485
[worst_setup_path] Critical Setup Path Class flop to primary output
[power] Worst VDD drop 0.8414 mV
[worst_setup_path] Required @ worst endpoint 1.36 ns
[final_layout] FF+latch area 654.4 um2
[routing] # DRC 0
[power] Static Leakage 0.0006406 uW
[power] switch share 0.3283
[routing] via-per-instance ratio 3.444
[clock_tree] number of clock sinks 26
[yosys] top cell type by instance count after synthesis dfrtp_1
[worst_setup_path] end point of the critical path bf_en02
[routing] number of detailed-routing iterations run before antenna repair 3
[final_timing] post-route worst hold slack 0.4311 ns
[power] switching power total 933.0 uW
[final_timing] final-report setup violation count 0
[area by class of cell]
cell class | instances | area share
Inverter | 7 | 0.01726
Sequential cell | 26 | 0.4297
Timing Repair Buffer | 14 | 0.08710
Tap cell | 105 | 0.08628
Clock inverter | 1 | 0.01972
Multi-Input combinational cell | 76 | 0.3328
Clock buffer | 3 | 0.02712
[repair_timing]
| action | CTS | global route |
|---|---|---|
| gates resized | 0 | 1 |
| setup endpoints to repair | 0 | 1 |
| endpoints found under the hold margin | 0 | 0 |
[routing by layer]
layer  vias up  GRT usage
li1        408          -
met1       372    0.04716
met2        17    0.05149
met3         2    0.01587
met4         0   0.003472
met5         -          0
[layout by cell type, fill, tap and decap left out, types with 2 or more instances in the layout]
master,n
mux2i_1,2
o22ai_1,3
buf_4,3
conb_1,4
a21oi_1,3
xor2_1,4
clkbuf_8,3
nand3_1,13
o21ai_0,6
nand2_1,8
xnor2_1,4
nor2_1,9
inv_1,7
mux2_2,6
dfrtp_1,23
ha_1,5
clkdlybuf4s50_1,11
dfstp_2,2
[worst min-delay path by stage]
| stage | endpoint | cells after the start | start |
|---|---|---|---|
| CTS | MUL_TWF_CTRL_02.addr_reg[7] | 2 | rstn |
| global route | MUL_TWF_CTRL_02.addr_reg[6] | 2 | rstn |
| finish | MUL_TWF_CTRL_02.addr_reg[6] | 2 | rstn |
[logic make-up (layout without fill, tap and decap cells)]
family,Yosys count,in the layout,synth area share
and+or+nand+nor,34,34,0.1298
DFF,26,26,0.5376
AOI/OAI and AO/OA,16,16,0.08136
buffers and inverters,13,25,0.05459
muxes,9,9,0.08444
xor gates and xnor gates,8,8,0.05767
adders and majority gates,5,5,0.05149
other,1,4,0.003087
[power by group through the flow]
stage	Sequential [uW]	Combinational (uW)	Clock, uW
final	1240	1100	505
after global routing	1300	1290	552
after CTS	1240	1120	530
[through the flow]
stage                     instance area [um2]  total power [uW]
after floorplan                          1226              1954
after global placement                   1450              2325
after detailed placement                 1450              2367
after CTS                                1521              2892
after global routing                     1523              3147
final                                    1523              2842
Power figures rest on the tool's default switching activity, not on a simulated workload.
