<file path="config.mk">
export PLATFORM = sky130hd
export DESIGN_NAME = fac8_1_181j
export DESIGN_NICKNAME = fac8_1_181j
export VERILOG_FILES = /design/flow/design.v
export SDC_FILE = /design/flow/constraint.sdc
export NUM_CORES = 4
export LEC_CHECK = 1
export CORE_UTILIZATION = 40
</file>
<file path="constraint.sdc">
current_design fac8_1_181j

set clk_period 25.5
set clk_io_pct 0.2

create_clock -name clk0 -period $clk_period

set non_clock_inputs [all_inputs -no_clocks]
set_input_delay [expr $clk_period * $clk_io_pct] -clock clk0 $non_clock_inputs
set_output_delay [expr $clk_period * $clk_io_pct] -clock clk0 [all_outputs]
</file>
<file path="design.v">
`timescale 1ns/1ps
module fac8_1_181j (
	input signed [13:0] din_R,
	input signed [13:0] din_Q,
	output logic signed [15:0] dout_R,
	output logic signed [15:0] dout_Q 
);
	logic signed [23:0] mul_R;
	logic signed [23:0] mul_Q;
	assign mul_R = (181 * din_R) + (181 * din_Q);
	assign mul_Q = (181 * din_Q) - (181 * din_R);
	assign dout_R = ((mul_R + 128) >>> 8);
	assign dout_Q = ((mul_Q + 128) >>> 8);
endmodule
</file>
<file path="run.sh">
#!/bin/bash
# OpenROAD 26Q1-2900-gdf79404cd8, Yosys 0.63+post, stock flow scripts
make -C /OpenROAD-flow-scripts/flow DESIGN_CONFIG=/design/flow/config.mk WORK_HOME=/design/flow/orfs finish
</file>
==> impl_metrics.tcl <==
# implementation run metrics
set metrics [dict create \
    drtPass1Iterations 4 \
    min_period_over_period_pct 66.81 \
    yosys.area.top_type_share_pct 37.91 \
    topCombFamilyByArea "adder cells" \
    aoi_share_pct 14.12 \
    floorplan.die.height_um 135.2 \
    fraction_of_final_layout_cells_with_drive_strength_greater_than_1_pct 1.917 \
    synthToLayoutAreaGrowth_pct 12.22 \
    clock_buffers 0 \
    grt_setup_unrepaired "no" \
    drc 0 \
    critPathMaxFanout 5 \
    remaining_number_of_nets_flagged_by_the_antenna_check_after_routing 0 \
    rows 48 \
    netlist-cell-type-count 56 \
    synth.yosys.seq_area_share_pct 0 \
    routed_via_density 4.844 \
    grt_first_pass_wirelength_um 23600 \
    fin_crit_ns 17.04 \
    setup_ws_ns 8.465 \
    seqCellArea_um2 0 \
    grt_antenna_before_repair 0 \
    cts.repair.resized 0 \
    warning_count 57 \
    portBuffers 60 \
    worst_pin_slew_ns 0.9017 \
    ys.warnings.count 0 \
    slew-limit-headroom_pct 39.73 \
    worst_hold_path_type "in2out" \
    ff_count 0 \
    cts_post_setup_buffers_inserted 0 \
    post_synth_design_cell_area_um2 7097 \
    nature_of_the_critical_path_endpoint "primary output" \
    fill_cells 1701 \
    yosys-stat-cells 831 \
    timing.critical_path.from_type "primary input" \
    synth.yosys.chip_area_um2 7097 \
    synthesis.area_per_instance_um2 8.540 \
    worst_hold_path.num_cells 5 \
    worstHoldStart "din_Q[13]" \
    postSynthCellCount 831 \
    comb_area_um2 6188 \
    cp-startpoint "din_Q[4]" \
    max_cap_violations 0 \
    slew_violations 0 \
    antennaDiodeCount 0 \
    timing.hold.worst_endpoint "dout_Q[15]" \
    post_synth_mux_area_share_pct 0.2997 \
    synth.area.top_cells "sky130_fd_sc_hd__ha_1, sky130_fd_sc_hd__fa_1, sky130_fd_sc_hd__inv_1" \
    overall_die_width_um 135.2 \
    synth_xor_xnor_area_share_pct 7.775 \
    worst-endpoint-required_ns 20.40 \
    place.gp.congestion 0.8256 \
    maximum_number_of_pins_on_one_net_before_global_route_repair 13 \
    wire_length_per_cell_um 11.75 \
    fin_tns_setup_ns 0 \
    dp_worst_setup_slack_ns 8.575 \
    simple_gate_share_pct 7.070 \
    vias 5386 \
    synth_adder_area_share_pct 57.93 \
    detail_route.wirelength_um 13060 \
    floorplanUtilization_pct 41.03 \
    coreArea_um2 17300 \
    grt_usage_pct 16.19 \
    globalRouteOverflowTotal 0 \
    floorplan.io_pins 60 \
    max_freq_mhz 58.70 \
    chip_area_um2 18280 \
    cts_hold_buf 0 \
    run_status "finished, final reports clean" \
    number_of_failing_hold_endpoints_at_the_final_stage 0 \
    setup_viol_count_final 0 \
    critPathKind "in2out" \
    vias_in_the_first_global_route 5246 \
    detailed_place_hpwl_um 12110 \
    drt-initial-drc-count 131 \
    worst-endpoint-arrival_ns 11.94 \
    synthDominantAreaCellType "sky130_fd_sc_hd__ha_1" \
]
-- final cells by class --
cell class	count	share of cell area, %
inverter	238	11.22
tap	225	3.535
multi-input combinational	589	77.71
timing repair buffer	60	7.541
-- worst max path at each step --
stage                   endpoint  slack, ns  depth (start not counted)
final                 dout_Q[14]       8.46                         23
after global routing  dout_Q[14]       8.19                         23
after CTS             dout_Q[14]       8.52                         23
-- stage by stage --
stage / instances / instance area [um2] / hold slack, ns / util [%]
3_3_place_gp: 1112 / 7964 / 11.85 / 46.04
2_1_floorplan: 831 / 7097 / 10.51 / -
5_1_grt: 1112 / 7964 / 11.91 / 46.04
4_1_cts: 1112 / 7964 / 11.85 / 46.04
6_report: 1112 / 7964 / 11.83 / 46.04
3_5_place_dp: 1112 / 7964 / 11.85 / 46.04
-- critical path: stages --
cell and delay, ns:
sky130_fd_sc_hd__clkdlybuf4s50_1 0.54, sky130_fd_sc_hd__ha_1 0.34, sky130_fd_sc_hd__inv_1 0.05, sky130_fd_sc_hd__fa_1 0.50
sky130_fd_sc_hd__inv_1 0.04, sky130_fd_sc_hd__ha_1 0.26, sky130_fd_sc_hd__inv_1 0.05, sky130_fd_sc_hd__fa_1 0.53
sky130_fd_sc_hd__fa_1 0.47, sky130_fd_sc_hd__nor2b_1 0.13, sky130_fd_sc_hd__o21a_1 0.14, sky130_fd_sc_hd__o21ai_0 0.15
sky130_fd_sc_hd__a2111oi_1 0.88, sky130_fd_sc_hd__nor3_1 0.14, sky130_fd_sc_hd__xnor2_1 0.24, sky130_fd_sc_hd__ha_1 0.28
sky130_fd_sc_hd__ha_1 0.35, sky130_fd_sc_hd__nand4_1 0.13, sky130_fd_sc_hd__or4_4 0.57, sky130_fd_sc_hd__a31oi_4 0.25
sky130_fd_sc_hd__nor4b_1 0.08, sky130_fd_sc_hd__a311o_1 0.32, sky130_fd_sc_hd__clkdlybuf4s50_1 0.40
-- placed cells by master, fill, tap and decap left out, types with 3 or more instances in the layout --
master                            count
sky130_fd_sc_hd__a211o_1              3
sky130_fd_sc_hd__a211oi_1             3
sky130_fd_sc_hd__a21o_1              25
sky130_fd_sc_hd__a21oi_1             33
sky130_fd_sc_hd__a31o_2               4
sky130_fd_sc_hd__a31oi_1              6
sky130_fd_sc_hd__and3_1               4
sky130_fd_sc_hd__clkdlybuf4s50_1     60
sky130_fd_sc_hd__fa_1                71
sky130_fd_sc_hd__ha_1               215
sky130_fd_sc_hd__inv_1              238
sky130_fd_sc_hd__nand2_1             16
sky130_fd_sc_hd__nand2b_1            10
sky130_fd_sc_hd__nand3_1              5
sky130_fd_sc_hd__nand4_1              5
sky130_fd_sc_hd__nor2_1              26
sky130_fd_sc_hd__nor2b_1              4
sky130_fd_sc_hd__nor3_1               9
sky130_fd_sc_hd__o21a_1              11
sky130_fd_sc_hd__o21ai_0             21
sky130_fd_sc_hd__o21bai_1             9
sky130_fd_sc_hd__o31ai_1              5
sky130_fd_sc_hd__or2_2                3
sky130_fd_sc_hd__xnor2_1             34
sky130_fd_sc_hd__xor2_1              29
-- Yosys cell counts, drive strengths merged, types with 7 or more instances --
cell / number
ha: 215
o21ai: 21
inv: 238
nor3: 9
xnor2: 34
nand2b: 10
a21oi: 33
fa: 71
xor2: 29
o21a: 11
o21bai: 9
a31oi: 7
a21o: 26
nor2: 26
nand2: 16
-- per-layer routing --
layer / vias to the layer above / part of all wire [%] / GRT usage (%)
li1: 2820 / - / -
met1: 2512 / 51 / 24.86
met2: 54 / 47 / 27.61
met3: 0 / 2.5 / 0.3055
met4: 0 / 0 / 0
met5: - / 0 / 0
-- logic make-up (layout without fill, tap and decap cells) --
kind of cell / count (synthesis) / in the layout
fa+ha+maj: 286 / 286
buf+inv: 242 / 298
simple gates: 95 / 95
mux: 2 / 2
compound gates: 143 / 143
xor+xnor: 63 / 63
